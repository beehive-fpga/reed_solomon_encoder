`flow/design.v`:
```
package rs_encode_pkg;
    localparam RS_WORD_W = 8;
    localparam RS_N = (1 << RS_WORD_W) - 1;
    localparam RS_K = 223;
    localparam RS_T = RS_N - RS_K;
    localparam RS_DATA_PADDING = 31;
    localparam RS_DATA_BYTES = RS_K - RS_DATA_PADDING;
    localparam RS_DATA_BLOCK_SIZE = RS_N - RS_DATA_PADDING;
    localparam PARITY_W = RS_T * 8;
endpackage
module rs_encoder_line_mux_out_ctrl #(
     parameter NUM_RS_UNITS=-1
    ,parameter NUM_RS_UNITS_W=$clog2(NUM_RS_UNITS)
)(
     input clk
    ,input rst
    ,input  logic                           encoder_out_ctrl_byte_val
    ,output logic                           out_ctrl_encoder_byte_rdy
    ,output logic   [NUM_RS_UNITS_W-1:0]    out_ctrl_unit_sel
    ,output logic                           encoder_dst_line_val
    ,input  logic                           dst_encoder_line_rdy
    ,output logic                           out_ctrl_out_datap_init_state
    ,output logic                           out_ctrl_out_datap_store_data
    ,output logic                           out_ctrl_out_datap_store_parity
    ,output logic                           out_ctrl_out_datap_incr_line_count
    ,input  logic                           out_datap_out_ctrl_last_line_byte
    ,input  logic                           out_datap_out_ctrl_last_line
    ,input  logic                           out_datap_out_ctrl_last_parity
    ,output logic                           out_ctrl_in_ctrl_done
    ,input  logic                           in_ctrl_out_ctrl_done
);
    typedef enum logic [2:0] {
        READY = 3'd0,
        SAVE_OUTPUT_BYTES = 3'd1,
        SAVE_PARITY_BYTES = 3'd2,
        LINE_OUT_WAIT = 3'd3,
        OUTPUT_WAIT = 3'd4,
        UND = 'X
    } out_state_e;
    out_state_e out_state_reg;
    out_state_e out_state_next;
    logic   [NUM_RS_UNITS_W-1:0]    unit_sel_reg;
    logic   [NUM_RS_UNITS_W-1:0]    unit_sel_next;
    logic                           init_unit_sel;
    logic                           incr_unit_sel;
    always_ff @(posedge clk) begin
        if (rst) begin
            out_state_reg <= READY;
            unit_sel_reg <= '0;
        end
        else begin
            out_state_reg <= out_state_next;
            unit_sel_reg <= unit_sel_next;
        end
    end
    assign out_ctrl_unit_sel = unit_sel_reg;
    assign unit_sel_next = init_unit_sel
                        ? '0
                        : incr_unit_sel
                            ? unit_sel_reg + 1'b1
                            : unit_sel_reg;
    always_comb begin
        encoder_dst_line_val = 1'b0;
        out_ctrl_encoder_byte_rdy = 1'b0;
        out_ctrl_out_datap_init_state = 1'b0;
        out_ctrl_out_datap_store_data = 1'b0;
        out_ctrl_out_datap_store_parity = 1'b0;
        out_ctrl_out_datap_incr_line_count = 1'b0;
        out_ctrl_in_ctrl_done = 1'b0;
        init_unit_sel = 1'b0;
        incr_unit_sel = 1'b0;
        out_state_next = out_state_reg;
        case (out_state_reg)
            READY: begin
                out_ctrl_encoder_byte_rdy = 1'b1;
                out_ctrl_out_datap_init_state = 1'b1;
                init_unit_sel = 1'b1;
                if (encoder_out_ctrl_byte_val) begin
                    out_ctrl_out_datap_store_data = 1'b1;
                    out_state_next = SAVE_OUTPUT_BYTES;
                end
                else begin
                    out_state_next = READY;
                end
            end
            SAVE_OUTPUT_BYTES: begin
                out_ctrl_encoder_byte_rdy = 1'b1;
                if (encoder_out_ctrl_byte_val) begin
                    out_ctrl_out_datap_store_data = 1'b1;
                    if (out_datap_out_ctrl_last_line_byte) begin
                        if (out_datap_out_ctrl_last_line) begin
                            out_state_next = SAVE_PARITY_BYTES;
                        end
                        else begin
                            out_state_next = LINE_OUT_WAIT;
                        end
                    end
                    else begin
                        out_state_next = SAVE_OUTPUT_BYTES;
                    end
                end
                else begin
                    out_state_next = SAVE_OUTPUT_BYTES;
                end
            end
            SAVE_PARITY_BYTES: begin
                out_ctrl_encoder_byte_rdy = 1'b1;
                if (encoder_out_ctrl_byte_val) begin
                    out_ctrl_out_datap_store_parity = 1'b1;
                    if (out_datap_out_ctrl_last_parity) begin
                        out_state_next = LINE_OUT_WAIT;
                    end
                    else begin
                        out_state_next = SAVE_PARITY_BYTES;
                    end
                end
                else begin
                    out_state_next = SAVE_PARITY_BYTES;
                end
            end
            LINE_OUT_WAIT: begin
                encoder_dst_line_val = 1'b1;
                if (dst_encoder_line_rdy) begin
                    out_ctrl_out_datap_incr_line_count = 1'b1;
                    if (out_datap_out_ctrl_last_line) begin
                        out_state_next = OUTPUT_WAIT;
                    end
                    else begin
                        out_state_next = SAVE_OUTPUT_BYTES;
                    end
                end
                else begin
                    out_state_next = LINE_OUT_WAIT;
                end
            end
            OUTPUT_WAIT: begin
                out_ctrl_in_ctrl_done = 1'b1;
                out_ctrl_out_datap_init_state = 1'b1;
                if (in_ctrl_out_ctrl_done) begin
                    incr_unit_sel = 1'b1;
                    if (unit_sel_reg == (NUM_RS_UNITS-1)) begin
                        out_state_next = READY;
                    end
                    else begin
                        out_state_next = SAVE_OUTPUT_BYTES;
                    end
                end
                else begin
                    out_state_next = OUTPUT_WAIT;
                end
            end
            default: begin
                encoder_dst_line_val = 'X;
                out_ctrl_encoder_byte_rdy = 'X;
                out_ctrl_out_datap_init_state = 'X;
                out_ctrl_out_datap_store_data = 'X;
                out_ctrl_out_datap_store_parity = 'X;
                out_ctrl_out_datap_incr_line_count = 'X;
                out_ctrl_in_ctrl_done = 'X;
                init_unit_sel = 'X;
                incr_unit_sel = 'X;
                out_state_next = UND;
            end
        endcase
    end
endmodule
```
`flow/run.sh`:
```
#!/bin/bash
# OpenROAD 26Q1-2900-gdf79404cd8, Yosys 0.63+post, stock flow scripts
make -C /OpenROAD-flow-scripts/flow DESIGN_CONFIG=/design/flow/config.mk WORK_HOME=/design/flow/orfs finish
```
`flow/config.mk`:
```
export PLATFORM = sky130hd
export DESIGN_NAME = rs_encoder_line_mux_out_ctrl
export DESIGN_NICKNAME = rs_encoder_line_mux_out_ctrl
export VERILOG_FILES = /design/flow/design.v
export SDC_FILE = /design/flow/constraint.sdc
export NUM_CORES = 4
export LEC_CHECK = 1
export CORE_AREA = 10 10 106 106
export DIE_AREA = 0 0 116 116
```
`flow/constraint.sdc`:
```
current_design rs_encoder_line_mux_out_ctrl

set clk_period 3.8
set clk_io_pct 0.2

create_clock -name clk0 -period $clk_period [get_ports {clk}]

set non_clock_inputs [all_inputs -no_clocks]
set_input_delay [expr $clk_period * $clk_io_pct] -clock clk0 $non_clock_inputs
set_output_delay [expr $clk_period * $clk_io_pct] -clock clk0 [all_outputs]
```
==> run_results.csv <==
group,metric,value,unit
global_route,grt_max_degree,26,
worst_setup_path,worst-setup-path-type,"input pin to output pin",
route,dr.pass1.iters,4,
min_path,hold_depth,2,
worst_setup_path,reg2regPathDepth,4,
worst_setup_path,path_max_fanout,7,
cells_and_area,largest_reg_flops,32,
timing,hold_viol,0,
job,warning_count,26,
power,power,0.710,mW
power,leakagePower,0.743,nW
floorplan,core_region_area,8850,sq um
cells_and_area,area_growth,33.9,%
power,p_per_area,283,nW/um^2
floorplan,die-width,116,um
route,viasPerCell,4.72,
route,wl,5080,um
clocking,cts_inserted_buffers,5,
status,status,"finished clean",
worst_setup_path,crit_required,3.04,ns
worst_setup_path,cp-end-kind,"output pin",
global_route,grt_pass1_wl,8100,um
global_route,track_usage,0.0729,
timing,skew,0.00595,ns
synth,yosysTopAreaCell,"dfxtp_1",
place,placed_cell_area,2420,sq um
route,vias,1776,
floorplan,chipArea,13500,sq um
synth,synth_seq_share,0.396,
timing,relSlewSlack,0.661,
cells_and_area,postLayoutCellArea,2510,sq um
clocking,cts_buffer_depth,2,
timing,holdWs,0.487,ns
worst_setup_path,worstSetupStartpointType,"input pin",
clocking,post-cts-setup-buffer-count,0,
cells_and_area,layout-drive-gt1-share,0.0597,
synth,yosys_area,1870,sq um
route,ant_nets,0,
route,drtIter0Drc,103,
route,wl_per_cell,13.5,um
clocking,cts_resized,0,
timing,min_period,3.01,ns
job,maxCapViolCount,0,
route,remaining_drc_errors,0,
synth,ys_seq_elements,37,
synth,synth.top_cell.area_share,0.396,
clocking,h-tree-depth,2,
synth,syn_area,1870,sq um
timing,setup_tns,0,ns
floorplan,rows,34,
floorplan,die_h,116,um
timing,min_period_over_period,0.793,
synth,yosys_warnings,1,
place,io_buffers,46,
floorplan,io_pins,47,
cells_and_area,lay_top_count,"clkdlybuf4s50_1",
synth,synth.avg_cell_area,8.39,sq um
min_path,min_path_type,"register to register",
worst_setup_path,r2r_end,"unit_sel_reg[19]",
place,dp_hpwl,3770,um
timing,rsz0062_at_grt,"no",
timing,final_max_slew_viol_count,0,
synth,syn_inst,223,
min_path,holdCritStartpoint,"unit_sel_reg[30]",
global_route,overflow,0,
clocking,cts_hold_buf,0,
worst_setup_path,arrival,2.25,ns
synth,area_leaders,"dfxtp_1 40%, or3_1 5.7%, a21oi_1 4.8%",
timing,tightest_slew,0.509,ns
global_route,grt_antenna_before_repair,0,
timing,setup_viol,0,
cells_and_area,final_cell_mix,"46 x clkdlybuf4s50_1, 37 x dfxtp_1, 21 x nand2_1",
min_path,min_delay_worst_endpoint,"unit_sel_reg[30]",
floorplan,fp-utilization,0.212,
synth,ys_cells,223,
clocking,clk_root_buffer_cell,"clkbuf_8",
worst_setup_path,crit-reg2reg-launch,"out_state_reg[1]",
route,antenna_cells,0,
timing,max_freq,332,MHz
global_route,first_global_vias,1609,
clocking,clk_latency,0.28,ns
synth,synth_cell_types,38,
worst_setup_path,reg2reg_slack,1.65,ns
clocking,clk_pin_slew,0.07,ns
clocking,clock-sinks,37,
power,peakVddDrop,0.000107,V
place,gp_congestion,0.772,
clocking,cts_tree,"built",
## worst max-delay path, stage by stage
cell             delay, ns
clkdlybuf4s50_1       0.58
inv_1                 0.11
nor4_1                0.28
clkdlybuf4s50_1       0.52
## report_power, final
group / switching (mW) / leakage [nW] / internal, mW
Clock: 0.132 / 0.0443 / 0.144
Sequential: 0.00285 / 0.299 / 0.390
Combinational: 0.0200 / 0.400 / 0.0208
## routing by layer
metal | vias to the layer above | part of all wire | GRT usage
met5 | - | 0 | 0
met4 | 0 | 0.0091 | 0.00751
met3 | 7 | 0.093 | 0.0309
met2 | 45 | 0.45 | 0.111
met1 | 798 | 0.45 | 0.0981
li1 | 926 | - | -
## cell type report
class | count | area [sq um]
flip-flops and latches | 37 | 741
multi-input cells | 173 | 1060
clock buffers | 7 | 86.3
well taps | 108 | 135
repair buffers | 47 | 468
inverters | 4 | 15.0
fillers | 933 | 6340
## how the worst max path moves through the flow
stage                                startpoint                              end  cells after the start
after CTS             encoder_out_ctrl_byte_val  out_ctrl_out_datap_store_parity                      4
final                 encoder_out_ctrl_byte_val  out_ctrl_out_datap_store_parity                      4
after global routing  encoder_out_ctrl_byte_val    out_ctrl_out_datap_store_data                      4
## logic make-up (layout without fill, tap and decap cells)
kind of cell               after synthesis  in the layout  share of synthesized area
AOI/OAI and AO/OA                       37             37                      0.110
adders and majority gates                2              2                     0.0134
DFF                                     37             37                      0.396
buffers and inverters                   13             58                     0.0374
xor gates and xnor gates                10             10                     0.0468
muxes                                    7              7                     0.0374
and+or+nand+nor                        117            117                      0.359
## metrics by stage
stage | cells | setup WS [ns] | utilization
floorplan | 223 | 1.79 | -
global placement | 369 | 0.812 | 0.273
detailed placement | 369 | 0.805 | 0.273
CTS | 376 | 0.786 | 0.283
global route | 376 | 0.630 | 0.283
finish | 376 | 0.787 | 0.283
## cell usage after synthesis (all sizes together)
library cell / instances
o21ai: 12
a221oi: 1
nand4: 13
mux2i: 7
nand2: 21
and3: 4
a211oi: 1
and4: 7
ha: 2
o31ai: 3
or2: 2
buf: 5
and2: 2
inv: 4
nand4b: 1
nor4: 6
clkbuf: 4
a21oi: 18
xor2: 5
or3: 18
a32oi: 1
nand2b: 1
or4: 6
o2bb2ai: 1
nor3: 8
nand3: 13
xnor2: 5
nor2: 15
dfxtp: 37
Power is estimated from default activity; no workload was simulated.
